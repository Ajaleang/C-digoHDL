[/design/flow/run.sh]
#!/bin/bash
# OpenROAD 26Q1-2900-gdf79404cd8, Yosys 0.63+post, stock flow scripts
make -C /OpenROAD-flow-scripts/flow DESIGN_CONFIG=/design/flow/config.mk WORK_HOME=/design/flow/orfs finish
[/design/flow/config.mk]
export PLATFORM = sky130hd
export DESIGN_NAME = Semaforo
export DESIGN_NICKNAME = Semaforo
export VERILOG_FILES = /design/flow/design.v
export SDC_FILE = /design/flow/constraint.sdc
export NUM_CORES = 4
export LEC_CHECK = 1
export CORE_AREA = 10 10 103 103
export DIE_AREA = 0 0 113 113
[/design/flow/constraint.sdc]
current_design Semaforo

set clk_period 3.9
set clk_io_pct 0.2

create_clock -name clk0 -period $clk_period [get_ports {clk}]

set non_clock_inputs [all_inputs -no_clocks]
set_input_delay [expr $clk_period * $clk_io_pct] -clock clk0 $non_clock_inputs
set_output_delay [expr $clk_period * $clk_io_pct] -clock clk0 [all_outputs]
[/design/flow/design.v]
module Semaforo (
  output reg rojo,           
  output reg amarillo,        
  output reg verde,         
  input wire clk           
);
  reg [23:0] contador;        
  reg [3:0] estado;           
  parameter DIVISOR = 24'd500000; 
  always @(posedge clk) begin
    if (contador == DIVISOR - 1) begin
      contador <= 0;
      case (estado)
        3'd0: begin  
          rojo <= 1;
          amarillo <= 0;
          verde <= 0;
          estado <= 3'd1;
        end
        3'd1: begin  
          rojo <= 1;
          amarillo <= 1;
          verde <= 0;
          estado <= 3'd2;
        end
        3'd2: begin  
          rojo <= 0;
          amarillo <= 0;
          verde <= 1;
          estado <= 3'd3;
        end
			3'd3: begin  
          rojo <= 0;
          amarillo <= 1;
          verde <= 0;
          estado <= 3'd0;
		  end 
        default: estado <= 3'd0;  
      endcase
    end else begin
      contador <= contador + 1;
    end
  end
endmodule
==> flow_summary.toml <==
# yosys + openroad results
[clock_tree]
cts_tree = "yes"
postCtsSetupBuffers = 0
clock.latency.late_pin_ns = 0.28
cts_num_sinks = 31
htreeDepth = 2
clk_pin_slew_worst_paths_ns = 0.06
root_buffer = "clkbuf_8"
cts_hold_buf = 0
clockBufferDepth = 2
numCtsBuffers = 5
cts_resized = 0

[synthesis]
synth_top_flop_cell = "dfxtp_1"
synth_area_leader_cell = "dfxtp_1"
ys_cells = 119
ys_seq_share_pct = 52.17
syn-cell-area_um2 = 1324
yosys_area_um2 = 1324
ys_ff = 31
yosys-top-cells-count = "24 x dfxtp_1, 15 x nor2_1, 13 x xnor2_1"
async_flop_share_pct = 0
synth_top_area_share_pct = 36.29
top_cell = "dfxtp_1"
synthTopCellsByArea = "dfxtp_1 36%, edfxtp_1 16%, xnor2_1 8.6%"
edf_count = 7
avgSynthCellArea_um2 = 11.12
ys_types = 27
yosys_warnings = 1
syn_inst = 119

[floorplan]
row_count = 33
core_um2 = 8299
dieHeight_um = 113
chipArea_um2 = 12770
ios = 4
die_w_um = 113
fp_util_pct = 15.95

[finish]
syn_to_final_growth_pct = 19.75
drive_gt1_share_pct = 15.50
fill_cells = 903
final_core_util_pct = 19.10
final_cells = 234

[placement]
gp_congestion = 0.7733
dp.cells = 226
hpwl_um = 1486
io_buffer_count = 3

[drt]
drt-pass1-iter-count = 4
drc = 0
vias = 863
wl_um = 2132
ant_nets = 0
antenna_cells_inserted = 0
via_per_inst = 3.688
wl_per_cell_um = 9.111
drt_iter0_drc = 62

[setup_path]
crit_type = "flop to output pin"
end_kind = "output pin"
startpoint_type = "flop"
path_max_fanout = 1
cp_num_buf_inv = 1
max_stage_delay_ns = 0.46
worst_ep_required_time_ns = 3.12
cp_cell_sequence = "clkdlybuf4s50_1"
crit_family = "buffers and inverters"
critPathSlowestCell = "clkdlybuf4s50_1"
crit_arrival_ns = 1.06

[timing]
fin_worst_skew_ns = 0.003781
relSlewSlack_pct = 73.50
finalCritPeriodShare_pct = 47.14
finalCriticalPeriod_ns = 1.839
finalSetupViolCount = 0
slew_violations = 0
fmax_ghz = 0.5439
worst_pin_slew_ns = 0.3964
setup_tns_ns = 0
holdWs_ns = 0.4441
finalHoldViolations = 0
grt_setup_unrepaired = "no"

[power]
totalPowerFinal_w = 0.0006309
ir_worst_vdd_uv = 134.5
p_leak_nw = 0.5558
power.density_nw_per_um2 = 398.0

[global_routing]
first_global_vias = 873
antenna_found_initial = 0
grt_max_degree = 18
grt_pass1_wl_um = 4091
track_usage_pct = 3.693
gr-total-overflow = 0

[flow_run]
maxCapViolations = 0
warning_count = 25

[outcome]
outcome = "finished, final reports clean"

[worst_hold_path]
hold_path.class = "flop to flop"
==> worst reg2reg max path, delay by kind of cell, from the launching register on <==
kind / cells / cell delay (ns)
AND-OR/OR-AND: 1 / 0.18
buffers and inverters: 1 / 0.26
flip-flops: 1 / 0.37
AND/OR/NAND/NOR: 2 / 0.52
adder cells (fa/ha/maj): 1 / 0.22
==> placed cells by master, fill, tap and decap left out, drive strengths merged, types with 3 or more instances in the layout <==
cell	count
nor2	15
xnor2	13
xor2	7
nor4	6
nand3	10
or2	3
dfxtp	24
nand4	7
and3	4
o31a	3
nand2	5
edfxtp	7
clkdlybuf4s50	3
clkbuf	5
==> per-layer routing <==
layer | share of wire (%) | GRT usage (%) | vias up
li1 | - | - | 442
met1 | 52 | 5.016 | 406
met2 | 40 | 5.261 | 13
met3 | 7.5 | 1.870 | 2
met4 | 0.80 | 0.5076 | 0
met5 | 0 | 0 | -
==> final cells by class <==
| type | instances | area [um2] | share of cell area [%] |
|---|---|---|---|
| clock buffers | 5 | 68.82 | 4.341 |
| repair buffers | 4 | 37.54 | 2.368 |
| multi-input cells | 84 | 610.6 | 38.52 |
| well taps | 105 | 131.4 | 8.287 |
| clock inverters | 3 | 38.79 | 2.447 |
| flip-flops and latches | 31 | 690.7 | 43.57 |
| inverters | 2 | 7.507 | 0.4736 |
==> worst paths after layout <==
| check | cells after the start | start | end | slack [ns] |
|---|---|---|---|---|
| hold reg to reg | 0 | flop | flop | 0.44 |
| setup reg to reg | 5 | contador[0]$_SDFF_PN0_ | rojo$_DFFE_PP_ | 2.08 |
| hold / removal | 0 | flop | flop | 0.44 |
| setup / recovery | 1 | amarillo$_DFFE_PP_ | amarillo | 2.06 |
==> power breakdown <==
group          switching [W]  internal [W]  leakage (nW)
clock               0.000118      0.000187        0.0556
sequential                 0      0.000327         0.275
combinational              0             0         0.226
==> through the flow <==
step | setup WS, ns | cell area, um2
after floorplan | 2.192 | 1324
after global routing | 1.933 | 1585
after detailed placement | 2.068 | 1478
after global placement | 2.118 | 1478
final | 2.061 | 1585
after CTS | 2.042 | 1585
==> logic make-up after synthesis <==
group / Yosys count / synth area share [%]
and+or+nand+nor: 57 / 28.54
buffers and inverters: 4 / 1.701
adders and majority gates: 1 / 0.9450
AOI/OAI and AO/OA: 6 / 3.403
DFF: 31 / 52.17
xor gates and xnor gates: 20 / 13.23
Power and IR drop assume default switching activity.
